**flow/config.mk**
```make
export PLATFORM = sky130hd
export DESIGN_NAME = top_Adder_32_bit
export DESIGN_NICKNAME = top_Adder_32_bit
export VERILOG_FILES = /design/flow/design.v
export SDC_FILE = /design/flow/constraint.sdc
export NUM_CORES = 4
export LEC_CHECK = 1
export CORE_UTILIZATION = 40
```
**flow/constraint.sdc**
```tcl
current_design top_Adder_32_bit

set clk_period 19.3
set clk_io_pct 0.2

create_clock -name clk0 -period $clk_period [get_ports {CLK}]

set non_clock_inputs [all_inputs -no_clocks]
set_input_delay [expr $clk_period * $clk_io_pct] -clock clk0 $non_clock_inputs
set_output_delay [expr $clk_period * $clk_io_pct] -clock clk0 [all_outputs]
```
**flow/design.v**
```verilog
`timescale 1ns/1ps
module AND
(
	input wire A_i,
	input wire B_i,
	output wire C_o
);
	assign C_o = A_i & B_i;
endmodule
`timescale 1ns/1ps
module Adder_16_bit (
    input wire [15:0] A_i,
    input wire [15:0] B_i,
    input wire Cin_i,
    output wire [15:0] Sum_o,
    output wire Cout_o
);
    wire c1_w, c2_w, c3_w;
    Adder_4_bit adder0(
        .A_i(A_i[3:0]),
        .B_i(B_i[3:0]),
        .Cin_i(Cin_i),
        .Sum_o(Sum_o[3:0]),
        .Cout_o(c1_w)
    );
    Adder_4_bit adder1(
        .A_i(A_i[7:4]),
        .B_i(B_i[7:4]),
        .Cin_i(c1_w),
        .Sum_o(Sum_o[7:4]),
        .Cout_o(c2_w)
    );
    Adder_4_bit adder2(
        .A_i(A_i[11:8]),
        .B_i(B_i[11:8]),
        .Cin_i(c2_w),
        .Sum_o(Sum_o[11:8]),
        .Cout_o(c3_w)
    );
    Adder_4_bit adder3(
        .A_i(A_i[15:12]),
        .B_i(B_i[15:12]),
        .Cin_i(c3_w),
        .Sum_o(Sum_o[15:12]),
        .Cout_o(Cout_o)
    );
endmodule
module Adder_32_bit (
    input wire [32-1:0] A_i,
    input wire [32-1:0] B_i,
    input wire Cin_i,
    output wire [32-1:0] Sum_o,
    output wire Cout_o
);
    wire c1_w;
    Adder_16_bit adder0(
        .A_i(A_i[15:0]),
        .B_i(B_i[15:0]),
        .Cin_i(Cin_i),
        .Sum_o(Sum_o[15:0]),
        .Cout_o(c1_w)
    );
    Adder_16_bit adder1(
        .A_i(A_i[31:16]),
        .B_i(B_i[31:16]),
        .Cin_i(c1_w),
        .Sum_o(Sum_o[31:16]),
        .Cout_o(Cout_o)
    );
endmodule
module top_Adder_32_bit(
    input wire        CLK,
    input wire        RST,
    input wire [32-1:0] A_i,
    input wire [32-1:0] B_i,
    input wire Cin_i,
    input wire load_i,
    output wire [32-1:0] Sum_o,
    output wire Cout_o
);
    reg [32-1:0] A_r, B_r, Cin_r;
    wire [32-1:0] A_w, B_w, Cin_w;
    assign A_w = A_r;
    assign B_w = B_r;
    assign Cin_w = Cin_r;
    always @(posedge CLK or negedge RST) begin
        if (~RST) begin
            A_r <= 32'b0;
            B_r <= 32'b0;
            Cin_r <= 1'b0;
        end
        else begin
            if(load_i == 1'b1) begin
                A_r <= A_i;
                B_r <= B_i;
                Cin_r <= Cin_i;
            end
            else begin
                A_r <= A_w;
                B_r <= B_w;
                Cin_r <= Cin_w;
            end
        end
    end
    Adder_32_bit adder0(
        .A_i(A_w),
        .B_i(B_w),
        .Cin_i(Cin_w),   
        .Sum_o(Sum_o),
        .Cout_o(Cout_o)
    );
endmodule
`timescale 1ns/1ps
module Adder_4_bit(
    input wire [7:0] A_i,
    input wire [7:0] B_i,
    input wire Cin_i,
    output wire [7:0] Sum_o,
    output wire Cout_o
);
    wire c1_w, c2_w, c3_w;
    SUM sum0(
        .A_i(A_i[0]),
        .B_i(B_i[0]),
        .Cin_i(Cin_i),
        .Sum_o(Sum_o[0]),
        .Cout_o(c1_w)
    );
    SUM sum1(
        .A_i(A_i[1]),
        .B_i(B_i[1]),
        .Cin_i(c1_w),
        .Sum_o(Sum_o[1]),
        .Cout_o(c2_w)
    );
    SUM sum2(
        .A_i(A_i[2]),
        .B_i(B_i[2]),
        .Cin_i(c2_w),
        .Sum_o(Sum_o[2]),
        .Cout_o(c3_w)
    );
    SUM sum3(
        .A_i(A_i[3]),
        .B_i(B_i[3]),
        .Cin_i(c3_w),
        .Sum_o(Sum_o[3]),
        .Cout_o(Cout_o)
    );
endmodule
`timescale 1ns/1ps
module SUM
(
	input wire A_i,
	input wire B_i,
	input wire Cin_i,
	output wire Sum_o,
	output wire Cout_o
);
	wire xor1_out_w, xor2_out_w;
	XOR xor1
	(
		.A_i(A_i),
		.B_i(B_i),
		.C_o(xor1_out_w)
	);
	XOR xor2
	(
		.A_i(xor1_out_w),
		.B_i(Cin_i),
		.C_o(xor2_out_w)
	);
	assign Sum_o = xor2_out_w;
	wire and1_out_w, and2_out_w;
	AND and1 (
		.A_i(xor1_out_w),
		.B_i(Cin_i),
		.C_o(and1_out_w)
	);
	AND and2 (
		.A_i(A_i),
		.B_i(B_i),
		.C_o(and2_out_w)
	);
	XOR xor3 (
		.A_i(and1_out_w),
		.B_i(and2_out_w),
		.C_o(Cout_o)
	);
endmodule
`timescale 1ns/1ps
module XOR
(
	input wire A_i,
	input wire B_i,
	output wire C_o
);
	assign C_o = A_i ^ B_i;
endmodule
```
**flow/run.sh**
```bash
#!/bin/bash
# OpenROAD 26Q1-2900-gdf79404cd8, Yosys 0.63+post, stock flow scripts
make -C /OpenROAD-flow-scripts/flow DESIGN_CONFIG=/design/flow/config.mk WORK_HOME=/design/flow/orfs finish
```
==> results_tabular.tex <==
% Implementation results table
\begin{tabular}{lr}
\hline
Metric & Value \\
\hline
\multicolumn{2}{l}{\textbf{Global routing}} \\
Global Route met3 Usage & 0.04578 \\
Total GRT Usage & 0.1472 \\
Most used routing layer & met1 \\
Met1 demand-to-capacity share in global routing & 0.2489 \\
Largest net degree at the start of global routing & about 42 \\
Met2 global-route usage & 0.2012 \\
Wire length of the first global-routing pass & 9.694 mm \\
Initial antenna violation count & 0 \\
Final global-route overflow total & 0 \\
Via count of the first global-routing pass & just under 2000 \\
\multicolumn{2}{l}{\textbf{Route}} \\
Pre-antenna DRT Iters & 4 \\
Post-detailed-route wirelength per cell & between 15 and 20 um \\
Total routed wirelength & roughly 6 mm \\
Mean number of vias per cell & between 4 and 5 \\
Number of violations reported at the end of detailed-routing iteration 0 & 12 \\
Antenna Cells & 0 \\
\# DRC & 0 \\
Final antenna-violating net count & 0 \\
Via count & 1756 \\
\multicolumn{2}{l}{\textbf{Synthesis}} \\
Ranking of synthesized cells by area & sky130\_fd\_sc\_hd\_\_dfrtp\_1 46\%, sky130\_fd\_sc\_hd\_\_mux2\_4 21\%, sky130\_fd\_sc\_hd\_\_fa\_1 18\% \\
Instance count of the mapped netlist & 206 \\
Cell type with the largest total area & sky130\_fd\_sc\_hd\_\_dfrtp\_1 \\
Yosys cell count & around 210 \\
Sequential fraction of the synthesis area & 0.4623 \\
Post-synth area from yosys stat & 0.003518 mm2 \\
Number of flip-flops and latches in the synthesized netlist & between 60 and 70 \\
Post-synthesis cell area & $\sim$0.0035 mm2 \\
Share of the synthesized area in the top cell type & 0.4623 \\
Number of warning messages in the yosys log & 14 \\
Synthesized area per cell & roughly 17 um2 \\
Number of library cell types mapped by synthesis & 8 \\
\multicolumn{2}{l}{\textbf{Timing}} \\
Worst rel slew slack & 0.5593 \\
Post-layout period usage of the worst path & 0.9716 \\
Final tally of setup violations & 0 \\
Minimum period implied by the final worst setup slack & around 19 ns \\
Worst path setup slack after routing & 0.5473 ns \\
Maximum frequency from static timing analysis & 53.33 MHz \\
Min Hold Slack & between 0.5 and 0.6 ns \\
Tightest Pin Transition & $\sim$0.66 ns \\
Setup clock skew after layout & 0 ns \\
Max-slew violation total from the final report & 0 \\
Final hold vios & 0 \\
Setup repair after global routing missed its margin & false \\
\multicolumn{2}{l}{\textbf{Critical path}} \\
Most frequent cell on the critical path & sky130\_fd\_sc\_hd\_\_fa\_2 \\
Type of the setup path with the least slack & flip-flop to output port \\
Worst setup EP type & output port \\
Worst-path fanout max & 2 \\
Slowest library cell on the worst path & sky130\_fd\_sc\_hd\_\_fa\_1 \\
Startpoint class of the critical path & flip-flop \\
Signal arrival time at the worst endpoint & about 15 ns \\
Crit path required time & approximately 15 ns \\
Peak per-stage delay on the critical path & 0.47 ns \\
\multicolumn{2}{l}{\textbf{CTS}} \\
Clock sink total & 65 \\
Clock Latency Late Sink & between 0.3 and 0.4 ns \\
Clock tree from TritonCTS & yes \\
Root Buffer Master & sky130\_fd\_sc\_hd\_\_clkbuf\_8 \\
Hold buffers post-CTS & 0 \\
Number of buffers inserted by post-CTS setup repair & 0 \\
CTS buffer count & 9 \\
Longest Clk Path Bufs & 2 \\
Maximum level of the CTS H-tree & 3 \\
Reg clk slew, reported paths & roughly 0.070 ns \\
\multicolumn{2}{l}{\textbf{Power and ir drop}} \\
Pwr dens & 88.89 mW/mm2 \\
Lkg Pwr & 1.998 nW \\
Post-layout total power & 411.4 uW \\
VDD IR-drop max & 0.05527 mV \\
\multicolumn{2}{l}{\textbf{Floorplan}} \\
Die Outline Area & roughly 0.009 mm2 \\
Die outline width & approximately 96 um \\
Vertical die dimension & between 90 and 100 um \\
Number of standard-cell rows in the floorplan & 33 \\
Core Area & 0.008382 mm2 \\
Fraction of the core area occupied by cells at floorplan & 0.4198 \\
Boundary pin count & approximately 100 \\
\multicolumn{2}{l}{\textbf{Final layout}} \\
Finished Core Util & 0.5522 \\
Leading cell type in the layout, fill and taps excluded & sky130\_fd\_sc\_hd\_\_clkdlybuf4s50\_1 \\
Fraction of final layout cells with drive strength greater than 1 & 0.3659 \\
MI comb area & approximately 0.0016 mm2 \\
Number of standard cells in the final layout excluding fillers & 392 \\
Area growth syn-to-layout & 31.54\% \\
Footprint of the flip-flops and latches & $\sim$0.0016 mm2 \\
Dominant logic cell types in the final layout & 98 x sky130\_fd\_sc\_hd\_\_clkdlybuf4s50\_1, 65 x sky130\_fd\_sc\_hd\_\_dfrtp\_1, 50 x sky130\_fd\_sc\_hd\_\_mux2\_4 \\
Number of fillers in the final layout & around 680 \\
\multicolumn{2}{l}{\textbf{Worst hold path}} \\
Tightest Hold Check Type & flip-flop to flip-flop \\
\multicolumn{2}{l}{\textbf{Place}} \\
Worst setup timing slack at the placement stage & -0.4090 ns \\
Half-perimeter wire length of the detailed placement result & 4.229 mm \\
Port bufs & approximately 100 \\
Routability cong. & $\sim$0.75 \\
Instance count after placement with tap cells included & $\sim$380 \\
\multicolumn{2}{l}{\textbf{Run}} \\
OpenROAD warnings & 25 \\
Count of max-cap constraint violations & 0 \\
\multicolumn{2}{l}{\textbf{Outcome}} \\
Run status & finished, final reports clean \\
\hline
\end{tabular}
==> registers in the layout, indices dropped and copies added, names as in the netlist <==
signal / count
A_r: 32
B_r: 32
Cin_r: 1
==> routing by layer <==
| layer | vias to the layer above | routed length (um) | part of all wire |
|---|---|---|---|
| li1 | 807 | - | - |
| met1 | 862 | 2876 | 0.48 |
| met2 | 78 | 2519 | 0.42 |
| met3 | 9 | 524 | 0.087 |
| met4 | 0 | 94 | 0.016 |
| met5 | - | 0 | 0 |
==> final timing paths <==
kind | from | end | slack (ns) | cells after the start
worst max-delay path | Cin_r[0]$_DFFE_PN0P_ | Sum_o[31] | 0.55 | 35
worst min-delay path | A_r[31]$_DFFE_PN0P_ | A_r[31]$_DFFE_PN0P_ | 0.52 | 1
worst max register to register | B_r[0]$_DFFE_PN0P_ | B_r[0]$_DFFE_PN0P_ | 18.40 | 2
worst min register to register | A_r[31]$_DFFE_PN0P_ | A_r[31]$_DFFE_PN0P_ | 0.52 | 1
max in group asynchronous | RST | B_r[28]$_DFFE_PN0P_ | 14.84 | 2
min in group asynchronous | RST | B_r[10]$_DFFE_PN0P_ | 3.52 | 1
==> synth_stat cells <==
master,count
sky130_fd_sc_hd__dfrtp_1,65
sky130_fd_sc_hd__buf_2,1
sky130_fd_sc_hd__mux2_2,15
sky130_fd_sc_hd__fa_1,32
sky130_fd_sc_hd__buf_6,6
sky130_fd_sc_hd__buf_4,32
sky130_fd_sc_hd__inv_1,5
sky130_fd_sc_hd__mux2_4,50
==> cell type report <==
type,instances,area share
Clock buffer,12,0.03136
Clock inverter,3,0.01406
Inverter,5,0.004055
Multi-Input combinational cell,97,0.3479
Sequential cell,65,0.3514
Tap cell,105,0.02839
Timing Repair Buffer,105,0.2228
==> logic make-up (layout without fill, tap and decap cells) <==
logic type  Yosys count  count (layout)  synth area share
fa+ha+maj            32              32            0.1821
flops                65              65            0.4623
mux                  65              65            0.2614
buf+inv              44             125           0.09424
==> critical path, delay by kind of cell (launching register included) <==
kind	cells	cell delay, ns
buffers and inverters	3	0.59
DFF	1	0.40
adders and majority gates	32	13.53
==> what timing repair did <==
| item | CTS | global route |
|---|---|---|
| gates resized | 14 | 6 |
| setup endpoints to repair | 3 | 2 |
| endpoints found under the hold margin | 0 | 0 |
| pin swaps | 0 | 0 |
==> where the power goes <==
part,internal [mW],switching [mW],total [mW]
Combinational,0.0930,0.0332,0.126
Sequential,0.150,0.0110,0.161
Clock,0.0755,0.0487,0.124
==> per-stage QoR <==
stage | setup TNS [ns] | cell area [um2]
5_1_grt | 0 | 4628
3_5_place_dp | -0.5439 | 4368
4_1_cts | 0 | 4613
3_3_place_gp | -0.3670 | 4368
2_1_floorplan | 0 | 3518
6_report | 0 | 4628
Power is estimated from default activity; no workload was simulated.
